**./run.sh**
```bash
#!/bin/bash
# OpenROAD 26Q1-2900-gdf79404cd8, Yosys 0.63+post, stock flow scripts
make -C /OpenROAD-flow-scripts/flow DESIGN_CONFIG=/design/flow/config.mk WORK_HOME=/design/flow/orfs finish
```
**./config.mk**
```make
export PLATFORM = sky130hd
export DESIGN_NAME = cipher_bonus
export DESIGN_NICKNAME = cipher_bonus
export VERILOG_FILES = /design/flow/design.v
export SDC_FILE = /design/flow/constraint.sdc
export NUM_CORES = 4
export LEC_CHECK = 1
export CORE_UTILIZATION = 50
```
**./constraint.sdc**
```tcl
current_design cipher_bonus

set clk_period 3.8
set clk_io_pct 0.2

create_clock -name clk0 -period $clk_period [get_ports {clk}]

set non_clock_inputs [all_inputs -no_clocks]
set_input_delay [expr $clk_period * $clk_io_pct] -clock clk0 $non_clock_inputs
set_output_delay [expr $clk_period * $clk_io_pct] -clock clk0 [all_outputs]
```
**./design.v**
```verilog
module cipher_bonus #(
    parameter N = 16   
)
(
    input  logic            clk,
    input  logic            rst,
    input  logic            start,
    input  logic [7:0]      key,
    input  logic [N-1:0]    plaintext,
    output logic            done,
    output logic [N-1:0]    ciphertext
);
    typedef enum logic [1:0] {
        IDLE    = 2'b00,
        LOAD    = 2'b01,
        PROCESS = 2'b10,
        DONE    = 2'b11
    } state_t;
    state_t state, next_state;
    logic [7:0] key_reg;
    logic [N-1:0] plaintext_reg;
    logic [N-1:0] ciphertext_reg;
  logic [$clog2(N):0] bit_counter;  
    assign ciphertext = ciphertext_reg;
  always_ff @(posedge clk, posedge rst) begin  
        if (rst) begin
            state <= IDLE;
        end else begin
            state <= next_state;
        end
    end    
  always_ff @(posedge clk, posedge rst) begin
        if (rst) begin
            key_reg        <= 8'b0;
            plaintext_reg  <= {N{1'b0}};
            ciphertext_reg <= {N{1'b0}};
            bit_counter    <= 0;
        end else begin
            case (state)
                LOAD: begin
                    key_reg        <= key;
                    plaintext_reg  <= plaintext;
                    ciphertext_reg <= {N{1'b0}};
                    bit_counter    <= 0;
                end
                PROCESS: begin
                    ciphertext_reg[bit_counter] <= plaintext_reg[bit_counter] ^ key_reg[bit_counter % 8];  
                    bit_counter <= bit_counter + 1;
                end
                DONE: begin
                end
                default: begin
                end
            endcase
        end
    end
    always_comb begin
        next_state = state;
        case (state)
            IDLE: begin
                done = 0;
                if (start)
                    next_state = LOAD;
            end
            LOAD: begin
                done = 0;
                next_state = PROCESS;
            end
            PROCESS: begin
                done = 0;
                if (bit_counter == N - 1)
                    next_state = DONE;
            end
            DONE: begin
                done = 1;
                if (!start)
                    next_state = IDLE;
            end
            default: begin
                next_state = IDLE;
            end
        endcase
    end
endmodule
```
==> flow_summary.json <==
{
  "htreeDepth": 2,
  "hold_class": "reg2reg",
  "synth_cells": 196,
  "io_pins": 44,
  "power_density_nw_per_um2": 754.7,
  "ff_type": "dfrtp_1",
  "ys_seq_share_pct": 51.66,
  "post-route-drc-count": 0,
  "r2r-end": "ciphertext_reg[0]",
  "ys_cells": 196,
  "cellLeakagePower_nw": 1.257,
  "port_buffers": 43,
  "common_cells": "dfrtp_1, mux2_2, o31ai_1, o211ai_1",
  "worst_pin_slew_ns": 0.8803,
  "synth-edff-count": 0,
  "cp-start-kind": "flop",
  "slew_headroom_pct": 41.31,
  "dpl_cell_area_um2": 2840,
  "syn_avg_cell_area_um2": 12.12,
  "drive_gt1_share_pct": 17.23,
  "cts_sinks": 49,
  "max_cap_viol_count": 0,
  "period_needed_ns": 2.708,
  "fmax_mhz": 369.3,
  "gp_congestion": 0.8749,
  "fin_skew_ns": 0.007454,
  "drv_slew": 0,
  "synth_top_cell_by_area": "dfrtp_1",
  "wl_per_cell_um": 15.09,
  "hold_viol": 0,
  "cts_setup_buffers": 0,
  "grtUsageTotal_pct": 19.75,
  "r2r_start": "bit_counter[0]",
  "cp.required_ns": 3.95,
  "clk_latency_ns": 0.30,
  "diodes": 0,
  "cts_buffers": 5,
  "cts_max_path_buffers": 2,
  "warnings": 29,
  "fp.coreArea_um2": 4474,
  "ir_drop_mv": 0.4137,
  "drt_wl_total_mm": 4.375,
  "crit_end": "ciphertext_reg[0]",
  "r2r_setup_slack_ns": 1.09,
  "dp_hpwl_mm": 3.097,
  "drt_first_pass_iters": 10,
  "antenna_found_initial": 0,
  "area_leaders": "dfrtp_1, mux2_2, o31ai_1, mux2i_1, mux4_2",
  "yosysChipArea_um2": 2376,
  "chipWidth_um": 70.94,
  "fp.dieArea_um2": 5032,
  "clock-root-buffer": "clkbuf_8",
  "cp.arrival_ns": 2.86,
  "rsz0062_at_grt": "no",
  "finalSetupViolCount": 0,
  "fp_util_pct": 53.10,
  "crit_type": "reg2reg",
  "yosysUniqueCellTypes": 35,
  "crit_path_end_kind": "flop",
  "rows": 24,
  "area_growth_pct": 23.01,
  "top_cell_area_share_pct": 50.55,
  "postRouteAntennaNets": 0,
  "period_used_pct": 71.27,
  "via_per_inst": 5.738,
  "grt_max_degree": 50,
  "grt_pass1_vias": 1643,
  "grt_first_pass_wirelength_mm": 7.617,
  "grt_remaining_overflow": 0,
  "postLayoutCellArea_um2": 2923,
  "r2r_cells": 5,
  "worstSetupStartpoint": "bit_counter[0]",
  "run_status": "completed",
  "path_max_fanout": 23,
  "die_h_um": 70.94,
  "numSynthFlops": 49,
  "yosysWarnings": 1,
  "ctsHoldBuffers": 0,
  "cts_tree": "yes",
  "async_flop_share_pct": 100.0,
  "tns_ns": 0,
  "cts_resized": 0,
  "most_common_cell": "dfrtp_1",
  "drt_iter0_drc": 113,
  "vias": 1664,
  "clk_pin_slew_ns": 0.08,
  "syn_area_um2": 2376
}
==> worst min-delay path by stage <==
stage	startpoint	end	depth (start not counted)
5_1_grt	state[0]	state[0]	2
6_report	state[0]	state[0]	2
4_1_cts	state[0]	state[0]	2
==> metal layers <==
layer / routed length [um] / vias to the layer above / part of all wire, % / GRT usage [%]
met1: 2150 / 816 / 49 / 32.06
met2: 2019 / 37 / 46 / 30.98
met3: 149 / 6 / 3.4 / 3.468
li1: - / 805 / - / -
met4: 56 / 0 / 1.3 / 2.222
met5: 0 / - / 0 / 0
==> placed cells by master, fill, tap and decap left out, types with 6 or more instances in the layout <==
cell / instances
clkdlybuf4s50_1: 43
dfrtp_1: 48
mux2_2: 24
mux2i_1: 10
nand2_1: 10
nand3_1: 8
nor2b_1: 6
o211ai_1: 12
o31ai_1: 14
==> layout make-up <==
type                    count  area (um2)
repair buffers             45       445.4
multi-input cells         130        1080
clock inverters             2       10.01
fillers                   320        1551
well taps                  52       65.06
inverters                   6       22.52
flip-flops and latches     49        1227
clock buffers               6       72.57
==> where the power goes <==
group / total, mW / leakage [nW] / internal (mW) / switching, mW
sequential: 0.953 / 0.638 / 0.738 / 0.215
combinational: 0.968 / 0.573 / 0.532 / 0.436
clock: 0.285 / 0.0450 / 0.128 / 0.158
total: 2.21 / 1.26 / 1.40 / 0.809
==> worst max-delay path, cell delays in order (launching register included) <==
cell and delay (ns):
dfrtp_1 0.92, mux2i_1 0.19, mux4_2 0.49, xnor2_1 0.15, mux2i_2 0.62, o31ai_1 0.19
==> kinds of logic (layout without fill, tap and decap cells) <==
family / after synthesis / in the layout / synth area share (%)
AOI/OAI and AO/OA: 41 / 41 / 12.53
adders and majority gates: 5 / 5 / 2.633
buffers and inverters: 17 / 59 / 2.896
muxes: 39 / 39 / 19.96
and+or+nand+nor: 42 / 42 / 9.217
xor gates and xnor gates: 3 / 3 / 1.106
DFF: 49 / 49 / 51.66
==> metrics by stage <==
stage | setup WS [ns] | instances | total power [mW] | utilization (%) | hold WS (ns)
after global routing | 0.8690 | 290 | 2.391 | 65.32 | 0.5034
after detailed placement | 1.079 | 282 | 1.937 | 63.48 | 0.4834
after CTS | 1.071 | 290 | 2.225 | 65.32 | 0.4952
after floorplan | 1.687 | 196 | 1.620 | - | 0.4606
after global placement | 1.175 | 282 | 1.899 | 63.48 | 0.4720
final | 1.092 | 290 | 2.206 | 65.32 | 0.4908
No activity file was given, so power comes from the tool's default toggle rates.
