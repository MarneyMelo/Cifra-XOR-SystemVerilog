==> /design/flow/design.v <==
module cipher (
    input  logic       clk,
    input  logic       rst,
    input  logic       start,
    input  logic [7:0] key,
    input  logic [7:0] plaintext,
    output logic       done,
    output logic [7:0] ciphertext
);
    typedef enum logic [1:0] {
        IDLE    = 2'b00,
        LOAD    = 2'b01,
        PROCESS = 2'b10,
        DONE    = 2'b11
    } state_t;
    state_t state, next_state;
    logic [7:0] key_reg;
    logic [7:0] plaintext_reg;
    logic [7:0] ciphertext_reg;
    logic [2:0] bit_counter;
    assign ciphertext = ciphertext_reg;
  always_ff @(posedge clk, posedge rst) begin  
        if (rst) begin
            state <= IDLE;
        end else begin
            state <= next_state;
        end
    end
  always_ff @(posedge clk, posedge rst) begin
        if (rst) begin
            key_reg        <= 8'b0;
            plaintext_reg  <= 8'b0;
            ciphertext_reg <= 8'b0;
            bit_counter    <= 3'b0;
        end else begin
            case (state)
                LOAD: begin
                    key_reg        <= key;
                    plaintext_reg  <= plaintext;
                    ciphertext_reg <= 8'b0;
                    bit_counter    <= 3'b0;
                end
                PROCESS: begin
                    ciphertext_reg[bit_counter] <= plaintext_reg[bit_counter] ^ key_reg[bit_counter];
                    bit_counter <= bit_counter + 1;
                end
                DONE: begin
                end
                default: begin
                end
            endcase
        end
    end
    always_comb begin
        next_state = state;
        case (state)
            IDLE: begin
                done = 0;
                if (start)
                    next_state = LOAD;
            end
            LOAD: begin
                done = 0;
                next_state = PROCESS;
            end
            PROCESS: begin
                done = 0;
                if (bit_counter == 3'd7)  
                    next_state = DONE;
            end
            DONE: begin
                done = 1;
                if (!start)
                    next_state = IDLE;
            end
            default: begin
                next_state = IDLE;
            end
        endcase
    end
endmodule
==> /design/flow/run.sh <==
#!/bin/bash
# OpenROAD 26Q1-2900-gdf79404cd8, Yosys 0.63+post, stock flow scripts
make -C /OpenROAD-flow-scripts/flow DESIGN_CONFIG=/design/flow/config.mk WORK_HOME=/design/flow/orfs finish
==> /design/flow/config.mk <==
export PLATFORM = sky130hd
export DESIGN_NAME = cipher
export DESIGN_NICKNAME = cipher
export VERILOG_FILES = /design/flow/design.v
export SDC_FILE = /design/flow/constraint.sdc
export NUM_CORES = 4
export LEC_CHECK = 1
export CORE_UTILIZATION = 40
==> /design/flow/constraint.sdc <==
current_design cipher

set clk_period 2.5
set clk_io_pct 0.2

create_clock -name clk0 -period $clk_period [get_ports {clk}]

set non_clock_inputs [all_inputs -no_clocks]
set_input_delay [expr $clk_period * $clk_io_pct] -clock clk0 $non_clock_inputs
set_output_delay [expr $clk_period * $clk_io_pct] -clock clk0 [all_outputs]
==> GITHUB_STEP_SUMMARY <==
## Implementation flow summary

| Metric | Value |
|---|---|
| Max Cap Viol | 0 |
| Final hold slack | 483.7 ps |
| CTS resizes | 0 |
| Tot GR Track Use | 14.97% |
| Vias in the first global route | 1065 |
| Die area | 4238 um^2 |
| Post-detail-place hpwl | 1.993 mm |
| RSZ-0062 raised after global routing | false |
| Design area | 1997 um^2 |
| Adder Share, Synth | 3.928% |
| Max Clock Freq | 493.4 MHz |
| Worst Path Max Fanout | 13 |
| WS Path Type | flop to flop |
| WL per Instance | 12.89 um |
| DRT Pass-1 Iters | 4 |
| Die height | 65.10 um |
| Slowest library cell on the worst path | dfrtp_1 |
| Count of hold buffers inserted by post-cts repair | 0 |
| Min cycle time layout | 2027 ps |
| Power per cell area | 1236 nW/um^2 |
| Post-synthesis register bit count | 31 |
| FP Rows | 22 |
| Largest net degree at the start of global routing | 32 |
| Distinct cells, synth | 33 |
| Via count | 1125 |
| Total CTS buffers | 5 |
| Async S/R FF share, synth | 100.0% |
| # Cells Yosys | 138 |
| Tool Warnings | 28 |
| CTS tree | built |
| IO buf count | 27 |
| Share of cells above drive strength 1 | 19.76% |
| I/O pin total | 28 |
| Detailed Route Iter0 Violations | 59 |
| Synth Flop Type | dfrtp_1 |
| Gr ovfl total | 0 |
| Startpoint types | flop |
| Cell taking the most area after synthesis | dfrtp_1 |
| Req. time, crit path | 2650 ps |
| Clk sinks | 31 |
| Fillers | 333 |
| CP top delay family | flip-flops |
| Crit-path cells | inv_1 -> ha_1 -> nor2_1 -> nand4_1 -> mux2i_1 -> o21ai_0 |
| GPL Wtd Cong | 0.8903 |
| Worst EP arrival | 2180 ps |
| Placement Cell Area | 1897 um^2 |
| Antenna-violating nets left | 0 |
| Clock Pin Slew Worst Setup and Hold Paths | 60 ps |
| Top cells, area | dfrtp_1, mux2_2, ha_1 |
| Fin crit share | 81.07% |
| First-pass GRT wire length | 4.761 mm |
| Fin. max-slew vios | 0 |
| Status | complete, no violations |
| Max-slew headroom | 66.39% |
| Worst skew pair latency | 280 ps |
| H-Tree Depth | 2 |
| Leakage | 0.8667 nW |
| Crit end category | flop |
| Worst path max stage delay | 660 ps |
| Mapped Avg Cell Area | 11.54 um^2 |
| P&R area growth vs syn | 25.37% |
| Die Width | 65.10 um |
| Synth Area in Simple Gates | 10.13% |
| Number of vias per cell | 5.233 |
| CTS Buffer Depth | 2 |
| Finish-stage setup viols | 0 |
| Fp util | 42.55% |
| Count leader, synth | dfrtp_1 |
| Seq share, synth | 48.78% |
| Fin util | 53.34% |
| Setup Buffers After CTS | 0 |
| EDFF count, synth | 0 |
| Mux area share | 17.20% |
| CP Buf/Inv Count | 1 |
| Initial antenna violation count | 0 |
| Detailed-route DRC error count | 0 |
| Worst Hold Class | flop to flop |
| Finished Layout Cells | 215 |
| Yosys aoi share | 12.18% |
| Root Driver | clkbuf_8 |
| Core Region | 3744 um^2 |
| Yosys warnings | 1 |
| Chip Area, Yosys | 1593 um^2 |
| Final hold vios | 0 |
| Placed cell count | 207 |
| Antenna fix cells | 0 |
| Worst Clk Skew | 5.668 ps |
| Setup TNS | 0 ps |
| Slew @ Worst Pin | 504.1 ps |
| Yosys xor share | 3.771% |
| Post-Synthesis Cells | 138 |
| Synth top cells by count | dfrtp_1, mux2_2, nand2_1, nand3_1 |
| Top cell area share | 47.13% |
| Post-Syn Area | 1593 um^2 |
| VDD IR max | 0.8233 mV |
| Routed WL | 2.771 mm |
| Main logic family | multiplexers |
[per-layer routing]
layer	share of wire (%)	wire length (um)	track usage, %	vias to the layer above
met5	0	0	0	-
met4	1.3	36	2.717	0
met3	3.6	99	3.169	4
met2	49	1361	24.48	23
met1	46	1275	21.52	557
li1	-	-	-	541
[stage by stage]
stage / setup WS [ps] / total power, mW
floorplan: 707.8 / 1.780
global placement: 518.3 / 2.048
detailed placement: 488.8 / 2.065
CTS: 461.0 / 2.507
global route: 234.6 / 2.679
finish: 473.2 / 2.469
[layout by cell type (no fill, tap or decap)]
| cell | count |
|---|---|
| nand3b_1 | 1 |
| a22oi_4 | 1 |
| nor2b_1 | 1 |
| buf_4 | 2 |
| a21o_1 | 1 |
| o21ai_0 | 6 |
| nand3_1 | 11 |
| xor2_2 | 1 |
| a31oi_4 | 1 |
| mux2_2 | 17 |
| o41ai_2 | 2 |
| dfrtp_1 | 30 |
| mux4_2 | 1 |
| mux2i_1 | 6 |
| nand4_1 | 1 |
| dfstp_2 | 1 |
| a21oi_1 | 3 |
| o31ai_1 | 3 |
| inv_1 | 6 |
| clkdlybuf4s50_1 | 27 |
| xnor2_1 | 2 |
| a211oi_1 | 3 |
| xor2_1 | 3 |
| nand2_1 | 12 |
| clkbuf_1 | 1 |
| a22o_1 | 1 |
| a31oi_1 | 1 |
| clkbuf_8 | 7 |
| and2_1 | 1 |
| o22ai_1 | 1 |
| nand2b_1 | 2 |
| ha_1 | 5 |
| nor2_1 | 6 |
[layout make-up]
cell class	count	area, um^2	area share [%]
inverters	6	22.52	1.128
multi-input cells	93	752.0	37.66
clock buffers	8	100.1	5.013
flip-flops and latches	31	777.0	38.91
well taps	48	60.06	3.008
repair buffers	29	285.3	14.29
[worst min-delay path: stages, from the launching register on]
cell	delay, ps
dfstp_2	360
nor2_1	80
nor2_1	40
[where the power goes]
group,internal [mW],total (mW),switching (mW)
Sequential,0.718,0.927,0.209
Combinational,0.570,1.12,0.550
Clock,0.251,0.422,0.172
[path summary, 6_finish.rpt]
check / startpoint / end / slack [ps] / cells past startpoint
hold / removal: state[0]$_DFF_PP1_ / state[0]$_DFF_PP1_ / 480 / 2
setup / recovery: bit_counter[0]$_DFFE_PP0P_ / ciphertext_reg[0]$_DFFE_PP0P_ / 470 / 6
setup reg to reg: bit_counter[0]$_DFFE_PP0P_ / ciphertext_reg[0]$_DFFE_PP0P_ / 470 / 6
min in group asynchronous: rst / bit_counter[0]$_DFFE_PP0P_ / 600 / 3
max in group asynchronous: rst / state[0]$_DFF_PP1_ / 1590 / 3
hold reg to reg: state[0]$_DFF_PP1_ / state[0]$_DFF_PP1_ / 480 / 2
[kinds of logic after synthesis]
group | count (synthesis)
AND/OR/NAND/NOR | 35
flip-flops | 31
multiplexers | 24
AND-OR/OR-AND | 23
buffers and inverters | 14
XOR/XNOR | 6
adder cells (fa/ha/maj) | 5
No activity file was given, so power comes from the tool's default toggle rates.
